## flow/design.v

```verilog
module adder(
	input  [3:0]  A, B,
	input cin,
	output [3:0]  Result,
	output overflow,
	output carry,
	output zero
);
	wire [3:0] t_add_Cin;
	wire carry_;
	assign t_add_Cin =( {4{cin}}^B )+ {3'b0, cin};  
	assign { carry_, Result } = A + t_add_Cin;
	assign overflow = (A[3] == t_add_Cin[3]) && (Result [3] != A[3]);
	assign zero = ~(| Result);
	assign carry = carry_ ^ cin;
endmodule
module alu(
   input [3:0] A,
   input [3:0] B,
   input [2:0] sel,
   output reg [3:0] Result,
   output reg overflow,
   output reg carry,
   output reg zero
);
   wire [3:0] Result_, Result__;
   wire overflow_, overflow__;
   wire carry_, carry__;	
   wire zero_, zero__;  	
	adder in1(A, B, 0, Result_, overflow_, carry_, zero_); 
	adder in2(A, B, 1, Result__, overflow__, carry__, zero__); 
   always @(*) begin
		Result = 4'b0; overflow = 0; carry = 0; zero = 0;
      case(sel)
			3'b000: begin Result = Result_; overflow = overflow_; carry = carry_; zero = zero_; end 
			3'b001: begin Result = Result__; overflow = overflow__; carry = carry__; zero = zero__; end
			3'b010: Result = ~A;
			3'b011: Result = A & B;
			3'b100: Result = A | B;
			3'b101: Result = A ^ B;
			3'b110: Result = {3'b0, (Result__[3] ^ overflow__) & (|(B ^ 4'b1000))}; 
			3'b111: Result = {3'b0, zero__};
      endcase
   end
endmodule  
```

## flow/run.sh

```bash
#!/bin/bash
# OpenROAD 26Q1-2900-gdf79404cd8, Yosys 0.63+post, stock flow scripts
make -C /OpenROAD-flow-scripts/flow DESIGN_CONFIG=/design/flow/config.mk WORK_HOME=/design/flow/orfs finish
```

## flow/config.mk

```make
export PLATFORM = sky130hd
export DESIGN_NAME = alu
export DESIGN_NICKNAME = alu
export VERILOG_FILES = /design/flow/design.v
export SDC_FILE = /design/flow/constraint.sdc
export NUM_CORES = 4
export LEC_CHECK = 1
export CORE_AREA = 10 10 70 70
export DIE_AREA = 0 0 80 80
```

## flow/constraint.sdc

```tcl
current_design alu

set clk_period 3.4
set clk_io_pct 0.2

create_clock -name clk0 -period $clk_period

set non_clock_inputs [all_inputs -no_clocks]
set_input_delay [expr $clk_period * $clk_io_pct] -clock clk0 $non_clock_inputs
set_output_delay [expr $clk_period * $clk_io_pct] -clock clk0 [all_outputs]
```

==> flow_metrics.rpt <==
PHYSICAL IMPLEMENTATION REPORT
----------------------------------------------------
[Outcome]
  Run status ........................ finished clean

[Synth]
  Count of instantiated cells in the yosys netlist ........................ 97
  Fa+ha+maj area frac ........................ 0.2657
  Total standard cell area after synthesis ........................ 715.7 um2
  Top area cell types ........................ sky130_fd_sc_hd__ha_1 21%, sky130_fd_sc_hd__inv_1 7.3%, sky130_fd_sc_hd__xnor2_1 7.3%
  Xor and xnor area share after synthesis ........................ 0.08566
  Top-count cell post-synth ........................ sky130_fd_sc_hd__inv_1
  Top cell type's share of synthesized area ........................ 0.2098
  Most frequent cells after synthesis ........................ 14 x sky130_fd_sc_hd__inv_1, 12 x sky130_fd_sc_hd__ha_1, 9 x sky130_fd_sc_hd__nor2_1, 8 x sky130_fd_sc_hd__a21oi_1
  Synthesized area per cell ........................ 7.378 um2
  Count of warnings emitted by yosys ........................ 3
  Sequential share of the synthesized area ........................ 0
  Dominant kind of combinational cell ........................ AND-OR/OR-AND gates
  Top cell type by total area after synthesis ........................ sky130_fd_sc_hd__ha_1
  Mux share ........................ 0.02797
  Number of unique standard cell types used by synthesis ........................ 34
  Compound Share, Synth ........................ 0.2920
  YS chip area ........................ 715.7 um2
  Area fraction in and, or, nand and nor cells ........................ 0.2098
  Number of standard cells after synthesis ........................ 97

[Final timing]
  Top achievable clock speed ........................ 300.7 MHz
  Final hold violations ........................ 0
  Tightest Pin Transition ........................ 0.2895 ns
  Number of pins with negative max-slew slack in the final report ........................ 0
  Unrepaired setup endpoints after global routing ........................ no
  Final setup violation count ........................ 0
  Worst max-slew margin expressed relative to the limit ........................ 0.8063
  Final critical-path share of the clock period ........................ 0.9781
  Final min period ........................ 3.325 ns

[Drt]
  Wirelength, routed ........................ 2.082 mm
  Remaining number of nets flagged by the antenna check after routing ........................ 0
  Detailed router's first-iteration violation count ........................ 49
  Detail-routed net length per standard cell ........................ 11.76 um
  Remaining DRCs ........................ 0
  Vias/cell ........................ 4.412
  Antenna diode count ........................ 0
  Drt first pass iters ........................ 4
  Vias ........................ 781

[Setup path]
  Kind of critical path ........................ primary input to output pin
  Cell-by-cell trace of the critical path ........................ clkdlybuf4s15_2 -> inv_2 -> ha_4 -> fa_2 -> xor2_1 -> a21oi_1 -> o221ai_1 -> o21a_1 -> clkdlybuf4s50_1
  Crit Path Max Fanout ........................ 2
  Critical path's slowest cell ........................ sky130_fd_sc_hd__clkdlybuf4s50_1
  Data arrival time at the worst-slack endpoint ........................ 2.65 ns
  Endpoint class of the critical path ........................ output pin
  Max incr delay on CP ........................ 0.46 ns
  Required time at the endpoint of the critical path ........................ 2.72 ns
  Type of origin of the critical path ........................ primary input

[Final layout]
  Fraction of final layout cells with drive strength greater than 1 ........................ 0.3282
  Area added between synthesis and finish ........................ 66.26%
  Clock buffer count in the final layout ........................ 0
  Number of filler instances in the final layout ........................ 360
  Area taken by flip-flops and latches ........................ 0 um2
  Final standard cell area without fillers ........................ 1190 um2
  Flip-flops ........................ 0
  Area taken by multi-input logic gates ........................ 725.7 um2

[Power]
  Sum of internal, switching and leakage power ........................ 0.1820 mW
  Worst vdd rail ir drop ........................ 0.06579 mV
  PD cells ........................ 153.0 nW/um2
  Leakage power of the design ........................ 0.5797 nW

[Floorplanning]
  Die Outline Area ........................ 6400 um2
  Site Rows ........................ 21
  Die Y-Extent ........................ 80 um
  Die width ........................ 80 um
  Fp util ........................ 0.2095
  IO Count ........................ 18
  Placeable core region ........................ 3416 um2

[Global routing]
  Initial antenna violation count ........................ 0
  First-pass GRT wire length ........................ 3.477 mm
  Total global routing track utilization ........................ 0.06350
  Remaining global-route overflow ........................ 0
  Via count of the first global-routing pass ........................ 772
  Pin count of the biggest net entering global routing ........................ 24

[Job]
  Count of warning messages emitted by the tools ........................ 36
  Max_cap viols ........................ 0

[CTS]
  Number of buffers added to fix hold violations after cts ........................ 0

[Placed design]
  HPWL Detailed ........................ 1.706 mm
  Standard cell area after detailed placement ........................ 1069 um2
  IO buf count ........................ 18
  Placer congestion estimate ........................ 0.8552

[Hold path]
  Worst hold path class ........................ primary input to output pin

----------------------------------------------------
==> metrics by stage <==
| stage | hold WS, ns | std cells | setup slack, ns | TNS (ns) | util |
|---|---|---|---|---|---|
| after global placement | 2.536 | 175 | -0.4177 | -2.572 | 0.3128 |
| after CTS | 2.352 | 177 | 0.01610 | 0 | 0.3355 |
| after floorplan | 1.484 | 97 | 0.7034 | 0 | - |
| final | 2.032 | 177 | 0.07460 | 0 | 0.3484 |
| after detailed placement | 2.538 | 175 | -0.4312 | -2.744 | 0.3128 |
| after global routing | 2.106 | 177 | 0.007797 | 0 | 0.3484 |
==> kinds of logic (layout without fill, tap and decap cells) <==
| group | count (synthesis) | in the layout |
|---|---|---|
| mux | 2 | 2 |
| fa+ha+maj | 14 | 14 |
| buf+inv | 18 | 52 |
| compound gates | 28 | 28 |
| xor+xnor | 7 | 7 |
| simple gates | 28 | 28 |
==> timing repair <==
action | 4_1_cts | 5_1_grt
hold endpoints to repair | 0 | 0
setup endpoints to repair | 7 | 5
setup buffers | 2 | 0
pin swaps | 9 | 6
resized | 29 | 12
==> path summary, 6_finish.rpt <==
check                 from         to  depth (start not counted)
worst max-delay path  B[0]  Result[2]                          9
worst min-delay path  A[1]  Result[1]                          5
==> placed cells by master (no fill, tap or decap), types with 3 or more instances in the layout <==
master	count
sky130_fd_sc_hd__buf_4	17
sky130_fd_sc_hd__inv_1	11
sky130_fd_sc_hd__nor2_1	9
sky130_fd_sc_hd__ha_1	8
sky130_fd_sc_hd__clkdlybuf4s50_1	7
sky130_fd_sc_hd__a21oi_1	6
sky130_fd_sc_hd__nand3_1	5
sky130_fd_sc_hd__xnor2_1	4
sky130_fd_sc_hd__dlymetal6s2s_1	4
sky130_fd_sc_hd__inv_2	3
sky130_fd_sc_hd__a211o_1	3
sky130_fd_sc_hd__nand2_1	3
sky130_fd_sc_hd__ha_4	3
sky130_fd_sc_hd__dlygate4sd2_1	3
==> power by group <==
group          switching, mW  internal (mW)  total, mW  leakage (nW)
Combinational         0.0828         0.0992      0.182         0.580
Sequential                 0              0          0             0
Clock                      0              0          0             0
Total                 0.0828         0.0992      0.182         0.580
==> area by class of cell <==
class	count	area share
inverter	14	0.04416
timing repair buffer	38	0.2976
tap	46	0.04837
multi-input combinational	79	0.6099
==> worst max-delay path, delay by kind of cell <==
| family | cells | cell delay [ns] |
|---|---|---|
| xor+xnor | 1 | 0.21 |
| fa+ha+maj | 2 | 0.61 |
| buf+inv | 3 | 0.71 |
| compound gates | 3 | 0.44 |
==> metal layers <==
metal | global-route usage | vias to the layer above | wire length [um]
li1 | - | 421 | -
met1 | 0.09927 | 343 | 1120
met2 | 0.09390 | 17 | 874
met3 | 0.009091 | 0 | 88
met4 | 0 | 0 | 0
met5 | 0 | - | 0
No activity file was given, so power comes from the tool's default toggle rates.
