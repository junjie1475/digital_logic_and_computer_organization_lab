`./design.v`:
```
module PS2ScanToAscii(shift, ctrl, alt, extend, sc, ascii);
input shift;			 
input ctrl;
input alt;
input extend;			 
input [7:0] sc;			 
output [7:0] ascii;		 
reg [7:0] ascii;
always @(sc or shift or ctrl or extend)
begin
	if (extend) begin
		case (sc)
		8'h75:	ascii = 8'h90;		 
		8'h74:	ascii = 8'h91;		 
		8'h72:	ascii = 8'h92;		 
		8'h6b:	ascii = 8'h93;		 
		8'h6c:	ascii = 8'h94;		 
		8'h69:	ascii = 8'h95;		 
		8'h7d:	ascii = 8'h96;		 
		8'h7a:	ascii = 8'h97;		 
		8'h70:	ascii = 8'h98;		 
		8'h71:	ascii = 8'h99;		 
		8'h05:	ascii = 8'ha1;		 
		8'h06:	ascii = 8'ha2;		 
		8'h04:	ascii = 8'ha3;		 
		default:	ascii = 8'h2e;
		endcase
	end
	else if (ctrl) begin
		case (sc)
		8'h0d: ascii = 8'h09;
		8'h0e: ascii = 8'h7e;	 
		8'h15: ascii = 8'h11;	 
		8'h16: ascii = 8'h21;	 
		8'h1b: ascii = 8'h13;	 
		8'h1a: ascii = 8'h1a;	 
		8'h1c: ascii = 8'h01;	 
		8'h1d: ascii = 8'h17;	 
		8'h1e: ascii = 8'h40;	 
		8'h21: ascii = 8'h03;	 
		8'h22: ascii = 8'h18;	 
		8'h23: ascii = 8'h04;	 
		8'h24: ascii = 8'h05;	 
		8'h25: ascii = 8'h24;	 
		8'h26: ascii = 8'h23;	 
		8'h29: ascii = 8'h20;	 
		8'h2a: ascii = 8'h16;	 
		8'h2b: ascii = 8'h06;	 
		8'h2c: ascii = 8'h14;	 
		8'h2d: ascii = 8'h12;	 
		8'h2e: ascii = 8'h25;	 
		8'h31: ascii = 8'h0e;	 
		8'h32: ascii = 8'h02;	 
		8'h33: ascii = 8'h08;	 
		8'h34: ascii = 8'h07;	 
		8'h35: ascii = 8'h19;	 
		8'h36: ascii = 8'h5e;	 
		8'h3a: ascii = 8'h0d;	 
		8'h3b: ascii = 8'h0a;	 
		8'h3c: ascii = 8'h15;	 
		8'h3d: ascii = 8'h26;	 
		8'h3e: ascii = 8'h2a;	 
		8'h41: ascii = 8'h3c;	 
		8'h42: ascii = 8'h0b;	 
		8'h43: ascii = 8'h09;	 
		8'h44: ascii = 8'h0f;	 
		8'h45: ascii = 8'h29;	 
		8'h46: ascii = 8'h28;	 
		8'h49: ascii = 8'h3e;	 
		8'h4a: ascii = 8'h3f;	 
		8'h4b: ascii = 8'h0c;	 
		8'h4c: ascii = 8'h3a;	 
		8'h4d: ascii = 8'h10;	 
		8'h4e: ascii = 8'h5f;	 
		8'h52: ascii = 8'h22;	 
		8'h54: ascii = 8'h7b;	 
		8'h55: ascii = 8'h2b;	 
		8'h5a: ascii = 8'h0d;
		8'h5b: ascii = 8'h7d;	 
		8'h5d: ascii = 8'h7c;	 
		8'h66: ascii = 8'h08;
		8'h76: ascii = 8'h1b;
		8'h71: ascii = 8'h7f;	 
		default:	ascii = 8'h2e;
		endcase
	end
	else if (shift) begin
		case (sc)
		8'h0d: ascii = 8'h09;
		8'h0e: ascii = 8'h7e;	 
		8'h15: ascii = 8'h51;	 
		8'h16: ascii = 8'h21;	 
		8'h1b: ascii = 8'h53;	 
		8'h1a: ascii = 8'h5a;	 
		8'h1c: ascii = 8'h41;	 
		8'h1d: ascii = 8'h57;	 
		8'h1e: ascii = 8'h40;	 
		8'h21: ascii = 8'h43;	 
		8'h22: ascii = 8'h58;	 
		8'h23: ascii = 8'h44;	 
		8'h24: ascii = 8'h45;	 
		8'h25: ascii = 8'h24;	 
		8'h26: ascii = 8'h23;	 
		8'h29: ascii = 8'h20;	 
		8'h2a: ascii = 8'h56;	 
		8'h2b: ascii = 8'h46;	 
		8'h2c: ascii = 8'h54;	 
		8'h2d: ascii = 8'h52;	 
		8'h2e: ascii = 8'h25;	 
		8'h31: ascii = 8'h4e;	 
		8'h32: ascii = 8'h42;	 
		8'h33: ascii = 8'h48;	 
		8'h34: ascii = 8'h47;	 
		8'h35: ascii = 8'h59;	 
		8'h36: ascii = 8'h5e;	 
		8'h3a: ascii = 8'h4d;	 
		8'h3b: ascii = 8'h4a;	 
		8'h3c: ascii = 8'h55;	 
		8'h3d: ascii = 8'h26;	 
		8'h3e: ascii = 8'h2a;	 
		8'h41: ascii = 8'h3c;	 
		8'h42: ascii = 8'h4b;	 
		8'h43: ascii = 8'h49;	 
		8'h44: ascii = 8'h4f;	 
		8'h45: ascii = 8'h29;	 
		8'h46: ascii = 8'h28;	 
		8'h49: ascii = 8'h3e;	 
		8'h4a: ascii = 8'h3f;	 
		8'h4b: ascii = 8'h4c;	 
		8'h4c: ascii = 8'h3a;	 
		8'h4d: ascii = 8'h50;	 
		8'h4e: ascii = 8'h5f;	 
		8'h52: ascii = 8'h22;	 
		8'h54: ascii = 8'h7b;	 
		8'h55: ascii = 8'h2b;	 
		8'h5a: ascii = 8'h0d;
		8'h5b: ascii = 8'h7d;	 
		8'h5d: ascii = 8'h7c;	 
		8'h66: ascii = 8'h08;
		8'h76: ascii = 8'h1b;
		8'h71: ascii = 8'h7f;	 
		default:	ascii = 8'h2e;
		endcase
	end
	else begin
		case (sc)
		8'h05:	ascii = 8'ha1;		 
		8'h06:	ascii = 8'ha2;		 
		8'h04:	ascii = 8'ha3;		 
		8'h0C:	ascii = 8'ha4;		 
		8'h03:	ascii = 8'ha5;		 
		8'h0B:	ascii = 8'ha6;		 
		8'h83:	ascii = 8'hA7;		 
		8'h0A:	ascii = 8'hA8;		 
		8'h01:	ascii = 8'hA9;		 
		8'h09:	ascii = 8'hAA;		 
		8'h78:	ascii = 8'hAB;		 
		8'h07:	ascii = 8'hAC;		 
		8'h0d: ascii = 8'h09;	 
		8'h0e: ascii = 8'h60;	 
		8'h15: ascii = 8'h71;	 
		8'h16: ascii = 8'h31;	 
		8'h1a: ascii = 8'h7a;	 
		8'h1b: ascii = 8'h73;	 
		8'h1c: ascii = 8'h61;	 
		8'h1d: ascii = 8'h77;	 
		8'h1e: ascii = 8'h32;	 
		8'h21: ascii = 8'h63;	 
		8'h22: ascii = 8'h78;	 
		8'h23: ascii = 8'h64;	 
		8'h24: ascii = 8'h65;	 
		8'h25: ascii = 8'h34;	 
		8'h26: ascii = 8'h33;	 
		8'h29: ascii = 8'h20;	 
		8'h2a: ascii = 8'h76;	 
		8'h2b: ascii = 8'h66;	 
		8'h2c: ascii = 8'h74;	 
		8'h2d: ascii = 8'h72;	 
		8'h2e: ascii = 8'h35;	 
		8'h31: ascii = 8'h6e;	 
		8'h32: ascii = 8'h62;	 
		8'h33: ascii = 8'h68;	 
		8'h34: ascii = 8'h67;	 
		8'h35: ascii = 8'h79;	 
		8'h36: ascii = 8'h36;	 
		8'h3a: ascii = 8'h6d;	 
		8'h3b: ascii = 8'h6a;	 
		8'h3c: ascii = 8'h75;	 
		8'h3d: ascii = 8'h37;	 
		8'h3e: ascii = 8'h38;	 
		8'h41: ascii = 8'h2c;	 
		8'h42: ascii = 8'h6b;	 
		8'h43: ascii = 8'h69;	 
		8'h44: ascii = 8'h6f;	 
		8'h45: ascii = 8'h30;	 
		8'h46: ascii = 8'h39;	 
		8'h49: ascii = 8'h2e;	 
		8'h4a: ascii = 8'h2f;	 
		8'h4b: ascii = 8'h6c;	 
		8'h4c: ascii = 8'h3b;	 
		8'h4d: ascii = 8'h70;	 
		8'h4e: ascii = 8'h2d;	 
		8'h52: ascii = 8'h27;	 
		8'h54: ascii = 8'h5b;	 
		8'h55: ascii = 8'h3d;	 
		8'h58: ascii = 8'hAD;	 
		8'h7E: ascii = 8'hAE;	 
		8'h77: ascii = 8'hAF;	 
		8'h5a: ascii = 8'h0d;	 
		8'h5b: ascii = 8'h5d;	 
		8'h5d: ascii = 8'h5c;	 
		8'h66: ascii = 8'h08;	 
		8'h69:	ascii = 8'h95;		 
		8'h6b:	ascii = 8'h93;		 
		8'h6c:	ascii = 8'h94;		 
		8'h70:	ascii = 8'h98;		 
		8'h71: ascii = 8'h7f;	 
		8'h72:	ascii = 8'h92;		 
		8'h74:  ascii = 8'h91;		 
		8'h75:  ascii = 8'h90;		 
		8'h76: ascii = 8'h1b;	 
		8'h7a:	ascii = 8'h97;		 
		8'h7d:	ascii = 8'h96;		 
		8'hFA:	ascii = 8'hFA;		 
		default: ascii = 8'h2e;   
		endcase
	end
end
endmodule
```
`./run.sh`:
```
#!/bin/bash
# OpenROAD 26Q1-2900-gdf79404cd8, Yosys 0.63+post, stock flow scripts
make -C /OpenROAD-flow-scripts/flow DESIGN_CONFIG=/design/flow/config.mk WORK_HOME=/design/flow/orfs finish
```
`./config.mk`:
```
export PLATFORM = sky130hd
export DESIGN_NAME = PS2ScanToAscii
export DESIGN_NICKNAME = PS2ScanToAscii
export VERILOG_FILES = /design/flow/design.v
export SDC_FILE = /design/flow/constraint.sdc
export NUM_CORES = 4
export LEC_CHECK = 1
export CORE_AREA = 10 10 107 107
export DIE_AREA = 0 0 117 117
```
`./constraint.sdc`:
```
current_design PS2ScanToAscii

set clk_period 2.8
set clk_io_pct 0.2

create_clock -name clk0 -period $clk_period

set non_clock_inputs [all_inputs -no_clocks]
set_input_delay [expr $clk_period * $clk_io_pct] -clock clk0 $non_clock_inputs
set_output_delay [expr $clk_period * $clk_io_pct] -clock clk0 [all_outputs]
```
==> flow_metrics.py <==
# Metrics from the implementation run
metrics = {
    "run_status": {
        "outcome": "finished with violations",
        "violations": "negative setup slack",
    },
    "synth": {
        "synth-xor-area-share_pct": 0,
        "ys_seq_share_pct": 0,
        "top_cells_by_count": "a21oi_1 (38), nand2_1 (35), o21ai_0 (32), nor2_1 (29), buf_2 (24)",
        "ys_types": 64,
        "mux_share_pct": 5.263,
        "synth-compound-area-share_pct": 47.31,
        "synth_area_per_cell_um2": 6.263,
        "mappedNetlistArea_um2": 2330,
        "yosysTopAreaCell": "a21oi_1",
        "topCellsByArea": "a21oi_1 (8.2%), o21ai_0 (6.9%), ha_1 (5.9%)",
        "logic_family": "AND-OR/OR-AND gates",
        "synth.cellmix.simpleShare_pct": 30.24,
        "synth_warnings": 1,
        "yosys_cells": 372,
        "netlist.area_leader.share_pct": 8.163,
        "synth_cells": 372,
        "ys_area_um2": 2330,
        "most_common_cell": "a21oi_1",
        "yosys.area_share.adder_pct": 5.908,
    },
    "cells_and_area": {
        "comb_area_um2": 2565,
        "final_cells": 640,
        "finish.instance_area_um2": 4350,
        "layout.area.seq_um2": 0,
        "drive_gt1_share_pct": 53.50,
        "design.seq.count": 0,
        "post-route-util_pct": 47.31,
        "n_fill_cell": 841,
        "nClkBuffers": 0,
        "syn_to_final_growth_pct": 86.73,
    },
    "clock_network": {
        "hold_buffers": 0,
    },
    "power_and_ir_drop": {
        "power.switching_uw": 359.9,
        "power_density_nw_per_um2": 159.4,
        "p_leak_uw": 0.001798,
        "irDropWorstVdd_mv": 0.07835,
        "seqPwrFrac_pct": 0,
        "power_uw": 693.3,
        "p_int_uw": 333.5,
        "p_sw_share_pct": 51.90,
        "pwr-share-comb_pct": 100.0,
        "p_clk_share_pct": 0,
    },
    "critical_path": {
        "required_ns": 2.24,
        "cp-start-kind": "input pin",
        "crit_start": "sc[7]",
        "crit_end": "ascii[3]",
        "cp_max_fo": 5,
        "critPathBufInv": 3,
        "worst_ep_arrival_time_ns": 2.40,
        "slowest_delay_ns": 0.35,
        "critical_path_cell_count": 9,
        "crit_chain": "dlygate4sd2_1, and3b_2, a32oi_2, o22ai_2, or2_4, o21ai_4, buf_6, a2bb2oi_2, buf_2",
        "end_kind": "primary output",
        "path_class": "in -> out",
        "critPathTopFamily": "AND-OR/OR-AND gates",
        "slowest_stage": "dlygate4sd2_1",
    },
    "timing": {
        "period_used_pct": 105.7,
        "max_freq_ghz": 0.3378,
        "slew_viol_final": 0,
        "finalCriticalPeriod_ns": 2.960,
        "finalHoldViolCount": 0,
        "worst_pin_slew_ns": 0.4620,
        "setup_viol_count_final": 8,
        "grt_setup_unrepaired": "true",
        "max_slew_margin_pct": 68.81,
        "setup_ws_ns": -0.1603,
    },
    "global_route": {
        "grt_pass1_vias": 3758,
        "grt_pass1_wl_mm": 21.23,
        "antenna_found_initial": 0,
        "grt_max_degree": 23,
        "grt.total_usage_pct": 19.79,
        "overflow": 0,
    },
    "floorplanning": {
        "num_rows": 35,
        "die-area_um2": 13690,
        "die_h_um": 117,
        "io-pin-count": 20,
        "die_w_um": 117,
        "fp_util_pct": 25.33,
        "core_area_um2": 9196,
    },
    "hold_path": {
        "min-delay-path-class": "in -> out",
        "hold_depth": 4,
    },
    "placed_design": {
        "numPortBuffers": 19,
        "placed_area_um2": 3511,
        "dpl.cell_count": 603,
        "dp_hpwl_mm": 10.27,
        "pre_cts_slack_ns": -1.159,
        "gp_congestion": 1.036,
    },
    "route": {
        "drtAntennaViolNets": 0,
        "first_pass_iters": 7,
        "num_vias": 3773,
        "drtIter0Drc": 341,
        "diodes": 0,
        "wire_per_inst_um": 21.00,
        "vias_per_cell": 5.895,
        "drcViolationCount": 0,
        "totalWireLength_mm": 13.44,
    },
    "run": {
        "maxCapViolCount": 0,
        "warnings": 44,
    },
}
==> power by group through the flow <==
stage / Clock [µW] / Combinational, µW / Sequential [µW]
after CTS: 0 / 651 / 0
after global routing: 0 / 735 / 0
final: 0 / 693 / 0
==> worst min path at each step <==
stage | start | endpoint | slack (ns)
6_report | extend | ascii[5] | 1.84
5_1_grt | extend | ascii[5] | 1.90
4_1_cts | extend | ascii[5] | 1.86
==> placed cells by master, fill, tap and decap left out, drive strengths merged, types with 5 or more instances in the layout <==
cell type,synthesis,layout
a211oi,8,8
nand2b,11,11
nor3,16,16
and2,7,7
ha,11,11
o21ai,35,35
nand3,7,7
a21oi,38,38
o311ai,6,6
inv,10,10
o31ai,6,6
nand2,35,35
a31oi,9,9
buf,33,191
o22ai,5,5
o211ai,10,10
nor2b,18,18
a221oi,8,8
nor2,29,29
==> per-layer routing <==
metal / global-route usage [%] / up-vias / wire (µm)
met3: 4.283 / 50 / 1286
met4: 7.496 / 0 / 690
met2: 31.53 / 221 / 5951
met5: 0 / - / 0
li1: - / 1738 / -
met1: 25.64 / 1764 / 5514
==> through the flow <==
stage | hold WS (ns) | setup TNS [ns]
finish | 1.839 | -0.7813
global route | 1.903 | -1.531
CTS | 1.855 | -0.6553
detailed placement | 2.154 | -8.592
global placement | 2.144 | -8.461
floorplan | 1.313 | 0
==> cell families (layout without fill, tap and decap cells) <==
| family | Yosys count | after routing |
|---|---|---|
| mux | 7 | 7 |
| compound gates | 163 | 163 |
| fa+ha+maj | 11 | 11 |
| simple gates | 140 | 140 |
| buf+inv | 51 | 208 |
==> cell type report <==
| class | count | share of cell area (%) |
|---|---|---|
| Multi-Input combinational cell | 321 | 58.96 |
| Timing Repair Buffer | 197 | 36.73 |
| Tap cell | 111 | 3.192 |
| Inverter | 11 | 1.122 |
==> timing repair <==
action,CTS,global route
gates resized,157,31
endpoints found under the setup margin,8,8
pin swaps,47,16
setup buffers,36,3
No activity file was given, so power comes from the tool's default toggle rates.
