==> ./design.v <==
module encoder83(
   input [7:0] in,
   output reg [2:0] out,
   output reg indicator
); 
   always @(*) begin
      out = 3'b0;
      indicator = 1;
      casez(in[7:0])
         8'b1???????: out = 3'b111; 
         8'b01??????: out = 3'b110; 
         8'b001?????: out = 3'b101; 
         8'b0001????: out = 3'b100; 
         8'b00001???: out = 3'b011; 
         8'b000001??: out = 3'b010; 
         8'b0000001?: out = 3'b001; 
         8'b00000001: out = 3'b000; 
         default: indicator = 0;
      endcase
   end 
endmodule
module bcd7seg(
   input  [3:0] b,
   output reg [6:0] h
);
   always @(*) begin
      case(b)
         4'd0: h = 7'b1111110;
         4'd1: h = 7'b0110000;
         4'd2: h = 7'b1101101;
         4'd3: h = 7'b1111001;
         4'd4: h = 7'b0110011;
         4'd5: h = 7'b1011011;
         4'd6: h = 7'b1011111;
         4'd7: h = 7'b1110000;
         4'd8: h = 7'b1111111;
         4'd9: h = 7'b1111011;
         4'ha: h = 7'b1110111;
         4'hb: h = 7'b0011111;
         4'hc: h = 7'b1001110;
         4'hd: h = 7'b0111101;
         4'he: h = 7'b1001111;
         4'hf: h = 7'b1000111;
         default: h = 7'b0;
      endcase
      h = ~h;
   end 
endmodule
module top(
   input [7:0] in,
   output [2:0] led,
   output led_in,
   output [6:0] seg0
);
   encoder83 ins1(in, led, led_in);
   bcd7seg ins2({1'b0, led}, seg0);
endmodule 
==> ./run.sh <==
#!/bin/bash
# OpenROAD 26Q1-2900-gdf79404cd8, Yosys 0.63+post, stock flow scripts
make -C /OpenROAD-flow-scripts/flow DESIGN_CONFIG=/design/flow/config.mk WORK_HOME=/design/flow/orfs finish
==> ./config.mk <==
export PLATFORM = sky130hd
export DESIGN_NAME = top
export DESIGN_NICKNAME = top
export VERILOG_FILES = /design/flow/design.v
export SDC_FILE = /design/flow/constraint.sdc
export NUM_CORES = 4
export LEC_CHECK = 1
export CORE_AREA = 10 10 70 70
export DIE_AREA = 0 0 80 80
==> ./constraint.sdc <==
current_design top

set clk_period 2.7
set clk_io_pct 0.2

create_clock -name clk0 -period $clk_period

set non_clock_inputs [all_inputs -no_clocks]
set_input_delay [expr $clk_period * $clk_io_pct] -clock clk0 $non_clock_inputs
set_output_delay [expr $clk_period * $clk_io_pct] -clock clk0 [all_outputs]
==> impl_report.txt <==
FLOW METRICS REPORT
----------------------------------------------------
[Run status]
  Outcome ........................ finished clean

[Timing]
  Final-layout setup total negative slack ........................ 0 ns
  Final Hold Violating Endpoints ........................ 0
  Worst-case headroom to the max-slew limit ........................ 76.7%
  Number of slew-limit violations in the final report ........................ 0
  Actual transition at the worst max-transition pin ........................ 0.348 ns
  Worst Hold Slack ........................ 1.63 ns
  Highest attainable clock frequency ........................ 0.387 GHz
  Crit share post-route ........................ 95.8%
  Clock period minus worst slack ........................ 2.59 ns
  Total setup violations reported at the end of the flow ........................ 0
  Setup repair after global routing missed its margin ........................ false

[Layout]
  Dominant logic cell type in the layout ........................ sky130_fd_sc_hd__buf_4
  Final Instance Count excl. Fillers ........................ 109
  Fill cell count ........................ 383
  Post-layout instance area ........................ 579 sq um
  Register Area ........................ 0 sq um
  Fraction of layout instances using a drive strength above 1 ........................ 42.9%
  Synth-to-Final Area Change ........................ 195%
  Number of sequential storage elements ........................ 0
  Count of clock-net buffers in the final layout ........................ 0
  Fin util ........................ 17.0%
  Top library cells by usage in the layout, fill and taps aside ........................ sky130_fd_sc_hd__buf_4, sky130_fd_sc_hd__clkdlybuf4s50_1, sky130_fd_sc_hd__nand2_1, sky130_fd_sc_hd__dlygate4sd2_1, sky130_fd_sc_hd__inv_1

[Global routing]
  Remaining global-route overflow ........................ 0
  Vias in the first global route ........................ 351
  Largest net degree at the start of global routing ........................ 6
  Global Route Usage Sum ........................ 2.86%
  Antenna violations before repair ........................ 0
  Wire length of the first global-routing pass ........................ 1.59 mm

[Power and ir drop]
  Relative contribution of combinational cells to total power ........................ 100.0%
  Leakage power ........................ 0.273 nW
  Switching Fraction ........................ 38.5%
  P_sw ........................ 0.0278 mW
  Worst VDD drop ........................ 0.0203 mV
  Cell Pwr Density ........................ 125 nW/um^2
  Cell-internal power ........................ 0.0444 mW
  Clock power frac ........................ 0%
  Register share of total power ........................ 0%

[Critical path]
  CP Launch Type ........................ input port
  Crit path max fanout ........................ 4
  Crit end category ........................ output port
  CP Class ........................ input port to output port
  Data arrival time of the critical path ........................ 2.05 ns
  Req. time, crit path ........................ 2.16 ns
  Capture point of the worst path ........................ led_in
  Origin of the worst setup path ........................ in[7]

[Placement]
  Post-placement cell area ........................ 534 sq um
  Placed Instances ........................ 107
  DP Wirelength ........................ 790 um
  Number of I/O port buffers ........................ 19
  Placer Congestion ........................ 0.818

[Job]
  OpenROAD warning count ........................ 35
  Maximum Capacitance Violations ........................ 0

[Routing]
  Via count ........................ 315
  Drt first-iter violations ........................ 10
  Number of detailed-route iterations in the first pass ........................ 4
  Antenna Diode Count ........................ 0
  Post-detailed-routing wire length ........................ 905 um
  Via density ........................ 2.89
  Remaining DRCs ........................ 0
  Remaining number of nets flagged by the antenna check after routing ........................ 0
  Average detailed-routed wire length per instance ........................ 8.30 um

[Logic synthesis]
  Largest cells by area ........................ sky130_fd_sc_hd__ha_1, sky130_fd_sc_hd__nand2_1, sky130_fd_sc_hd__o31ai_1
  Area of the mapped netlist ........................ 196 sq um
  Number of standard cells reported by yosys ........................ 30
  Sequential-to-total area share from yosys stat ........................ 0%
  Number of distinct standard cells referenced by the synthesized netlist ........................ 13
  Cells after synthesis ........................ 30
  Yosys stat chip area ........................ 196 sq um
  Mean area per synthesized cell ........................ 6.55 sq um
  Library cell occupying the most area in the post-synthesis netlist ........................ sky130_fd_sc_hd__ha_1
  Largest type area fraction ........................ 25.5%
  Yosys warning count ........................ 2

[Die]
  Chip Height ........................ 80 um
  Std cell rows ........................ 21
  Width of the die ........................ 80 um
  Total die size ........................ 6400 sq um
  Effective utilization at floorplan ........................ 5.75%
  Core Box Area ........................ 3420 sq um
  I/O pin cnt ........................ 19

[Clock tree]
  Hold buffers post-CTS ........................ 0

[Min path]
  Worst min-delay path class ........................ input port to output port

----------------------------------------------------
routing by layer:
metal,vias up,part of all wire (%),global-route usage [%],wire length [um]
met5,-,0,0,0
met4,0,0,0,0
met3,0,10,0.568,93
met2,13,43,4.98,388
met1,131,47,3.76,423
li1,171,-,-,-
final cells by class:
cell class / count / area, sq um / share of cell area, %
timing repair buffer: 33 / 290 / 50.1
multi-input combinational: 26 / 216 / 37.4
inverter: 4 / 15.0 / 2.59
tap: 46 / 57.6 / 9.94
worst min path at each step:
| stage | cells after the start | slack (ns) | startpoint | endpoint |
|---|---|---|---|---|
| after CTS | 4 | 1.97 | in[4] | led[1] |
| after global routing | 6 | 1.69 | in[6] | seg0[1] |
| final | 6 | 1.63 | in[6] | seg0[1] |
cell families (layout without fill, tap and decap cells):
logic type	after synthesis	count (layout)	synth area share, %
buffers and inverters	4	37	7.64
and+or+nand+nor	14	14	40.8
adders and majority gates	4	4	25.5
AOI/OAI and AO/OA	8	8	26.1
synth_stat cells:
cell type,n
sky130_fd_sc_hd__nand2_1,6
sky130_fd_sc_hd__ha_1,4
sky130_fd_sc_hd__inv_1,4
sky130_fd_sc_hd__a21oi_1,3
sky130_fd_sc_hd__nor2_1,3
sky130_fd_sc_hd__o31ai_1,3
sky130_fd_sc_hd__and2_2,1
sky130_fd_sc_hd__nand2_2,1
sky130_fd_sc_hd__nand3_1,1
sky130_fd_sc_hd__nor4_4,1
sky130_fd_sc_hd__o21ai_0,1
sky130_fd_sc_hd__o31a_1,1
sky130_fd_sc_hd__or3_1,1
repair_timing:
action,in CTS,in global routing
setup endpoints to repair,9,6
gates resized,16,11
pin swaps,7,4
endpoints found under the hold margin,0,0
buffers inserted,2,0
metrics by stage:
stage          worst slack, ns  total power, mW
6_report                 0.115           0.0721
5_1_grt                 0.0201           0.0809
4_1_cts                 0.0156           0.0703
3_5_place_dp            -0.243           0.0715
3_3_place_gp            -0.231           0.0708
2_1_floorplan            0.870           0.0155
worst max-delay path: stages:
cell and delay [ns]:
sky130_fd_sc_hd__clkdlybuf4s15_1 0.22, sky130_fd_sc_hd__buf_4 0.16, sky130_fd_sc_hd__nor4_4 0.33, sky130_fd_sc_hd__nand2_2 0.08
sky130_fd_sc_hd__or3_1 0.30, sky130_fd_sc_hd__clkdlybuf4s50_1 0.41
power groups by stage:
stage | combinational, mW | clock (mW) | sequential (mW)
CTS | 0.0703 | 0 | 0
global route | 0.0809 | 0 | 0
finish | 0.0721 | 0 | 0
Power is estimated from default activity; no workload was simulated.
